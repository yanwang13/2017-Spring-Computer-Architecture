**run.sh**
```bash
#!/bin/bash
# OpenROAD 26Q1-2900-gdf79404cd8, Yosys 0.63+post, stock flow scripts
make -C /OpenROAD-flow-scripts/flow DESIGN_CONFIG=/design/flow/config.mk WORK_HOME=/design/flow/orfs finish
```
**design.v**
```verilog
`timescale 1ns/1ps
module alu(
           rst_n,          
           src1,           
           src2,           
           ALU_control,    
			  bonus_control,  
           result,         
           zero,           
           cout,           
           overflow        
           );
input           rst_n;
input  [32-1:0] src1;
input  [32-1:0] src2;
input   [4-1:0] ALU_control;
input   [3-1:0] bonus_control; 
output [32-1:0] result;
output          zero;
output          cout;
output          overflow;
reg    [32-1:0] result;
reg             zero;
reg             cout;
reg             overflow;
wire A_invert, B_invert, Cin;
wire [2-1:0] operation;
wire [30:0] Cout;
wire [30:0] tmp;
wire w_zero, w_overflow, w_cout;
wire [32-1:0] w_result, equal_out;
wire set;
alu_top alu_top0(src1[0], src2[0], set, A_invert, B_invert, Cin, operation, w_result[0], Cout[0], 1'b0, equal_out[0]);
alu_top alu_top1(src1[1], src2[1], 1'b0, A_invert, B_invert, Cout[0], operation, w_result[1], Cout[1], equal_out[0], equal_out[1]);
alu_top alu_top2(src1[2], src2[2], 1'b0, A_invert, B_invert, Cout[1], operation, w_result[2], Cout[2], equal_out[1], equal_out[2]);
alu_top alu_top3(src1[3], src2[3], 1'b0, A_invert, B_invert, Cout[2], operation, w_result[3], Cout[3], equal_out[2], equal_out[3]);
alu_top alu_top4(src1[4], src2[4], 1'b0, A_invert, B_invert, Cout[3], operation, w_result[4], Cout[4], equal_out[3], equal_out[4]);
alu_top alu_top5(src1[5], src2[5], 1'b0, A_invert, B_invert, Cout[4], operation, w_result[5], Cout[5], equal_out[4], equal_out[5]);
alu_top alu_top6(src1[6], src2[6], 1'b0, A_invert, B_invert, Cout[5], operation, w_result[6], Cout[6], equal_out[5], equal_out[6]);
alu_top alu_top7(src1[7], src2[7], 1'b0, A_invert, B_invert, Cout[6], operation, w_result[7], Cout[7], equal_out[6], equal_out[7]);
alu_top alu_top8(src1[8], src2[8], 1'b0, A_invert, B_invert, Cout[7], operation, w_result[8], Cout[8], equal_out[7], equal_out[8]);
alu_top alu_top9(src1[9], src2[9], 1'b0, A_invert, B_invert, Cout[8], operation, w_result[9], Cout[9], equal_out[8], equal_out[9]);
alu_top alu_top10(src1[10], src2[10], 1'b0, A_invert, B_invert, Cout[9], operation, w_result[10], Cout[10], equal_out[9], equal_out[10]);
alu_top alu_top11(src1[11], src2[11], 1'b0, A_invert, B_invert, Cout[10], operation, w_result[11], Cout[11], equal_out[10], equal_out[11]);
alu_top alu_top12(src1[12], src2[12], 1'b0, A_invert, B_invert, Cout[11], operation, w_result[12], Cout[12], equal_out[11], equal_out[12]);
alu_top alu_top13(src1[13], src2[13], 1'b0, A_invert, B_invert, Cout[12], operation, w_result[13], Cout[13], equal_out[12], equal_out[13]);
alu_top alu_top14(src1[14], src2[14], 1'b0, A_invert, B_invert, Cout[13], operation, w_result[14], Cout[14], equal_out[13], equal_out[14]);
alu_top alu_top15(src1[15], src2[15], 1'b0, A_invert, B_invert, Cout[14], operation, w_result[15], Cout[15], equal_out[14], equal_out[15]);
alu_top alu_top16(src1[16], src2[16], 1'b0, A_invert, B_invert, Cout[15], operation, w_result[16], Cout[16], equal_out[15], equal_out[16]);
alu_top alu_top17(src1[17], src2[17], 1'b0, A_invert, B_invert, Cout[16], operation, w_result[17], Cout[17], equal_out[16], equal_out[17]);
alu_top alu_top18(src1[18], src2[18], 1'b0, A_invert, B_invert, Cout[17], operation, w_result[18], Cout[18], equal_out[17], equal_out[18]);
alu_top alu_top19(src1[19], src2[19], 1'b0, A_invert, B_invert, Cout[18], operation, w_result[19], Cout[19], equal_out[18], equal_out[19]);
alu_top alu_top20(src1[20], src2[20], 1'b0, A_invert, B_invert, Cout[19], operation, w_result[20], Cout[20], equal_out[19], equal_out[20]);
alu_top alu_top21(src1[21], src2[21], 1'b0, A_invert, B_invert, Cout[20], operation, w_result[21], Cout[21], equal_out[20], equal_out[21]);
alu_top alu_top22(src1[22], src2[22], 1'b0, A_invert, B_invert, Cout[21], operation, w_result[22], Cout[22], equal_out[21], equal_out[22]);
alu_top alu_top23(src1[23], src2[23], 1'b0, A_invert, B_invert, Cout[22], operation, w_result[23], Cout[23], equal_out[22], equal_out[23]);
alu_top alu_top24(src1[24], src2[24], 1'b0, A_invert, B_invert, Cout[23], operation, w_result[24], Cout[24], equal_out[23], equal_out[24]);
alu_top alu_top25(src1[25], src2[25], 1'b0, A_invert, B_invert, Cout[24], operation, w_result[25], Cout[25], equal_out[24], equal_out[25]);
alu_top alu_top26(src1[26], src2[26], 1'b0, A_invert, B_invert, Cout[25], operation, w_result[26], Cout[26], equal_out[25], equal_out[26]);
alu_top alu_top27(src1[27], src2[27], 1'b0, A_invert, B_invert, Cout[26], operation, w_result[27], Cout[27], equal_out[26], equal_out[27]);
alu_top alu_top28(src1[28], src2[28], 1'b0, A_invert, B_invert, Cout[27], operation, w_result[28], Cout[28], equal_out[27], equal_out[28]);
alu_top alu_top29(src1[29], src2[29], 1'b0, A_invert, B_invert, Cout[28], operation, w_result[29], Cout[29], equal_out[28], equal_out[29]);
alu_top alu_top30(src1[30], src2[30], 1'b0, A_invert, B_invert, Cout[29], operation, w_result[30], Cout[30], equal_out[29], equal_out[30]);
alu_bottom alu_bottom1(src1[31], src2[31], 1'b0, A_invert, B_invert, Cout[30], operation, bonus_control, w_result[31], w_cout, set, w_overflow, equal_out[30]);
or or0(tmp[0], result[0], result[1]);
or or1(tmp[1], result[2], result[3]);
or or2(tmp[2], result[4], result[5]);
or or3(tmp[3], result[6], result[7]);
or or4(tmp[4], result[8], result[9]);
or or5(tmp[5], result[10], result[11]);
or or6(tmp[6], result[12], result[13]);
or or7(tmp[7], result[14], result[15]);
or or8(tmp[8], result[16], result[17]);
or or9(tmp[9], result[18], result[19]);
or or10(tmp[10], result[20], result[21]);
or or11(tmp[11], result[22], result[23]);
or or12(tmp[12], result[24], result[25]);
or or13(tmp[13], result[26], result[27]);
or or14(tmp[14], result[28], result[29]);
or or15(tmp[15], result[30], result[31]);
or or16(tmp[16], tmp[0], tmp[1]);
or or17(tmp[17], tmp[2], tmp[3]);
or or18(tmp[18], tmp[4], tmp[5]);
or or19(tmp[19], tmp[6], tmp[7]);
or or20(tmp[20], tmp[8], tmp[9]);
or or21(tmp[21], tmp[10], tmp[11]);
or or22(tmp[22], tmp[12], tmp[13]);
or or23(tmp[23], tmp[14], tmp[15]);
or or24(tmp[24], tmp[16], tmp[17]);
or or25(tmp[25], tmp[18], tmp[19]);
or or26(tmp[26], tmp[20], tmp[21]);
or or27(tmp[27], tmp[22], tmp[23]);
or or28(tmp[28], tmp[24], tmp[25]);
or or29(tmp[29], tmp[26], tmp[27]);
or or30(tmp[30], tmp[28], tmp[29]);
not not0(w_zero, tmp[30]);
assign A_invert = ALU_control[3];
assign B_invert = ALU_control[2];
assign Cin = ALU_control[2];
assign operation = {ALU_control[1], ALU_control[0]};
always@( * )
begin
	if(rst_n)
	begin
		zero = w_zero;
		overflow = (operation == 2'b10) ? w_overflow: 1'b0;
		result = w_result;
		cout = (operation == 2'b10) ? w_cout : 1'b0;
	end
	else
	begin
		zero = 1'b0;
		overflow = 1'b0;
		result = 32'b0;
		cout = 1'b0;
	end
end
endmodule
`timescale 1ns/1ps
module alu_bottom(
               src1,        
               src2,        
               less,        
               A_invert,    
               B_invert,    
               cin,         
               operation,   
					bonus_control,
               result,      
               cout,					 
					set,
					overflow,
					equal
               );
input         src1;
input         src2;
input         less;
input         A_invert;
input         B_invert;
input         cin;
input [2-1:0] operation;
input [2:0]   bonus_control;
input 		  equal;
output        result;
output        cout;
output        set;
output 		  overflow;
reg           result;
reg           tmp_set;
wire inverted_a, inverted_b;
wire after_and, after_or;
wire after_add;
wire n_src1, n_src2;
wire n_result;
wire [3:0] over;
wire equal_out;
wire n_less, n_equal, sgt, sle;
xor a_inverter(inverted_a, src1, A_invert);
xor b_inverter(inverted_b, src2, B_invert);
and and_gate(after_and, inverted_a, inverted_b);
or or_gate(after_or, inverted_a, inverted_b);
full_adder FA(inverted_a, inverted_b, cin, after_add, cout);
not not_src1(n_src1, src1);
not not_src2(n_src2, src2);
not not_result(n_result, result);
and and0(over[0], n_src1, n_src2);
and and1(over[1], over[0], result);
and and2(over[2], src1, src2);
and and3(over[3], over[2], n_result);
or over_or(overflow, over[1], over[3]);
or check_equal(equal_out, equal, after_add);
not not_less(n_less, after_add);
not not_equal(n_equal, equal_out);
and sgt_gate(sgt, n_less, equal_out);
or sle_gate(sle, after_add, n_equal);
always@( * )
begin
	case(operation)
		2'b00: result = after_and;
		2'b01: result = after_or;
		2'b10: result = after_add;
		2'b11: result = less;
	endcase
end
assign set = tmp_set;
always@(*)
begin
	case(bonus_control)
		3'b000: tmp_set = after_add;
		3'b001: tmp_set = sgt;
		3'b010: tmp_set = sle;
		3'b011: tmp_set = n_less;
		3'b110: tmp_set = n_equal;
		3'b100: tmp_set = equal_out;
		default: tmp_set = 1'b0;
	endcase
end
endmodule
`timescale 1ns/1ps
module alu_top(
               src1,        
               src2,        
               less,        
               A_invert,    
               B_invert,    
               cin,         
               operation,   
               result,      
               cout,        
					equal,					
					equal_out
               );
input         src1;
input         src2;
input         less;
input         A_invert;
input         B_invert;
input         cin;
input [2-1:0] operation;
input			  equal;
output        result;
output        cout;
output		  equal_out;
reg           result;
wire inverted_a, inverted_b;
wire after_and, after_or;
wire after_add;
xor a_inverter(inverted_a, src1, A_invert);
xor b_inverter(inverted_b, src2, B_invert);
and and_gate(after_and, inverted_a, inverted_b);
or or_gate(after_or, inverted_a, inverted_b);
full_adder FA(inverted_a, inverted_b, cin, after_add, cout);
or check_equal(equal_out, equal, after_add);
always@( * )
begin
	case(operation)
		2'b00: result = after_and;
		2'b01: result = after_or;
		2'b10: result = after_add;
		2'b11: result = less;
	endcase
end
endmodule
`timescale 1ns / 1ps
module full_adder(
    input src1,
    input src2,
    input cin,
    output result,
    output cout
    );
wire tmp, tmp1, tmp2;
xor res1(tmp, src1, src2);
xor res2(result, tmp, cin);
and carry1(tmp1, src1, src2);
and carry2(tmp2, tmp, cin);
or carry3(cout, tmp1, tmp2);
endmodule
```
**constraint.sdc**
```tcl
current_design alu

set clk_period 15.3
set clk_io_pct 0.2

create_clock -name clk0 -period $clk_period

set non_clock_inputs [all_inputs -no_clocks]
set_input_delay [expr $clk_period * $clk_io_pct] -clock clk0 $non_clock_inputs
set_output_delay [expr $clk_period * $clk_io_pct] -clock clk0 [all_outputs]
```
**config.mk**
```make
export PLATFORM = sky130hd
export DESIGN_NAME = alu
export DESIGN_NICKNAME = alu
export VERILOG_FILES = /design/flow/design.v
export SDC_FILE = /design/flow/constraint.sdc
export NUM_CORES = 4
export LEC_CHECK = 1
export CORE_UTILIZATION = 40
```
==> out/summary.log <==
qor: status.status finished with violations
qor: status.failed_checks negative setup slack
qor: layout.layout_top_cells_excl_fill_tap clkdlybuf4s50_1, buf_4, ha_1
qor: routing.final_antenna_net_count 0
qor: timing.rsz0062_at_grt yes
qor: floorplanning.number_of_top_level_pins 107
qor: grt.global_route_usage_over_all_layers 0.215
qor: run.log.warning_count 98
qor: timing.relative_max_transition_margin 0.500
qor: floorplanning.floorplan.core_util 0.421
qor: run.max-cap-violations 0
qor: grt.grt_overflow 0
qor: worst_setup_path.worst-endpoint-arrival 15160 ps
qor: floorplanning.die-height 93.2 um
qor: timing.fin_setup_tns -25560 ps
qor: routing.mean_number_of_vias_per_cell 4.78
qor: routing.firstDrtPassIters 4
qor: logic_synthesis.syn_area 3320 um2
qor: routing.wl_per_cell 13.7 um
qor: placed_design.dp_hpwl 7.39 mm
qor: grt.maximum_number_of_pins_on_one_net_before_global_route_repair 72
qor: logic_synthesis.synth_seq_share 0
qor: logic_synthesis.synth.lib_cells_used.distinct 37
qor: layout.seq_cell_count 0
qor: floorplanning.core.rowCount 32
qor: logic_synthesis.yosysCellCount 404
qor: power.p_sw 111 uW
qor: logic_synthesis.synth.avg_cell_area 8.23 um2
qor: placed_design.placed_area 4960 um2
qor: layout.design_area_final 5090 um2
qor: grt.grt_first_pass_wirelength 14.4 mm
qor: worst_setup_path.timing.critical_path.slowest_cell_delay 560 ps
qor: layout.final_layout_size_suffix_gt1_frac 0.246
qor: grt.initial_antenna_violation_count 0
qor: timing.hold-worst-slack 6840 ps
qor: timing.finalSetupViolCount 13
qor: layout.synthToLayoutAreaGrowth 53.2%
qor: layout.register_area 0 um2
qor: logic_synthesis.syn_inst 404
qor: placed_design.post-place-ws -3690 ps
qor: logic_synthesis.ys_chip_area 3320 um2
qor: timing.fmax 0.0549 GHz
qor: floorplanning.design.core.area 7890 um2
qor: power.internal_power 130 uW
qor: routing.drt_iter0_markers 137
qor: worst_setup_path.timing.critical_path.to_type primary output
qor: min_path.number_of_cells_on_the_worst_hold_path 4
qor: worst_setup_path.crit_slowest_cell fa_2
qor: power.p_leak 2.51 nW
qor: clock_network.hold_buffers 0
qor: worst_setup_path.setup.worst_path.class input pin to primary output
qor: power.worst_ir_drop_vdd 0.0000247 V
qor: layout.clock_buffer_count 0
qor: power.netSwitchingFraction 0.459
qor: min_path.min_path_type input pin to primary output
qor: timing.fin_crit_sh 1.19
qor: logic_synthesis.yosysWarnings 3
qor: routing.drt_drc_violations_left 0
qor: power.power.sequential.fraction 0
qor: placed_design.buffer_ports.inserted 107
qor: power.power_density 47.3 nW/um2
qor: routing.drt_wl_total 9.01 mm
qor: floorplanning.chipArea 8680 um2
qor: power.power_frac_comb 1.000
qor: placed_design.gpl.final_weighted_congestion 0.860
qor: power.clkPwrFrac 0
qor: layout.final_common_cell clkdlybuf4s50_1
qor: floorplanning.die_w 93.2 um
qor: timing.timing_hold_violations_final 0
qor: timing.post-route-min-period 18220 ps
qor: worst_setup_path.critical_path_peak_fanout 3
qor: timing.worst_pin_slew 748 ps
qor: worst_setup_path.crit_path_frequent_cell fa_2
qor: timing.final.setup.worst_slack -2920 ps
qor: routing.diodes 0
qor: layout.n_fill_cell 672
qor: routing.route.vias.total 3147
qor: grt.via_count_of_the_first_global_routing_pass 3015
qor: timing.final_max_slew_viol_count 0
qor: worst_setup_path.start_kind input pin
qor: worst_setup_path.crit_required 12240 ps
-- logic make-up after synthesis --
family                   synth area share
adder cells (fa/ha/maj)             0.428
buffers and inverters               0.119
AND/OR/NAND/NOR                     0.116
AND-OR/OR-AND                       0.147
XOR/XNOR                            0.174
multiplexers                       0.0173
-- cell usage after synthesis, drive strengths merged --
| cell | number | area share |
|---|---|---|
| inv | 68 | 0.077 |
| xor2 | 65 | 0.17 |
| ha | 64 | 0.24 |
| o21ai | 34 | 0.051 |
| fa | 31 | 0.19 |
| nand2 | 29 | 0.033 |
| o32ai | 20 | 0.053 |
| buf | 18 | 0.032 |
| nor2b | 12 | 0.027 |
| clkbuf | 9 | 0.010 |
| nand4 | 8 | 0.015 |
| nor4 | 8 | 0.015 |
| nor2 | 5 | 0.0056 |
| o311a | 5 | 0.015 |
| mux2 | 3 | 0.011 |
| nor3 | 3 | 0.0060 |
| o211a | 3 | 0.0090 |
| o22ai | 3 | 0.0056 |
| a211oi | 2 | 0.0045 |
| and2 | 2 | 0.0038 |
| mux2i | 2 | 0.0060 |
| nand2b | 2 | 0.0038 |
| a21oi | 1 | 0.0015 |
| a2bb2oi | 1 | 0.0026 |
| nand3 | 1 | 0.0015 |
| nand3b | 1 | 0.0023 |
| nand4b | 1 | 0.0026 |
| o311ai | 1 | 0.0026 |
| o31ai | 1 | 0.0023 |
| xnor2 | 1 | 0.0026 |
-- per-stage QoR --
stage / util / instances / power, mW
after floorplan: - / 404 / 0.132
after global placement: 0.628 / 653 / 0.228
after detailed placement: 0.628 / 653 / 0.230
after CTS: 0.637 / 657 / 0.237
after global routing: 0.646 / 658 / 0.269
final: 0.646 / 658 / 0.241
-- power groups by stage --
stage | clock network, mW | registers [mW] | logic, mW
4_1_cts | 0 | 0 | 0.237
5_1_grt | 0 | 0 | 0.269
6_report | 0 | 0 | 0.241
-- final timing paths --
kind,to,start,slack (ps)
worst max-delay path,overflow,ALU_control[3],-2920
worst min-delay path,overflow,src2[31],6840
-- repair_timing --
action,4_1_cts,5_1_grt
pin swaps,9,8
setup endpoints to repair,15,15
setup buffers,4,2
gates resized,13,34
-- routing by layer --
metal | up-vias | GRT usage | routed length [um]
li1 | 1607 | - | -
met1 | 1444 | 0.347 | 4450
met2 | 96 | 0.335 | 4000
met3 | 0 | 0.0223 | 549
met4 | 0 | 0.00128 | 0
met5 | - | 0 | 0
-- critical path: cells and delay by family --
| family | cells | cell delay, ps |
|---|---|---|
| AND/OR/NAND/NOR | 1 | 160 |
| AND-OR/OR-AND | 2 | 300 |
| adder cells (fa/ha/maj) | 31 | 10620 |
| multiplexers | 1 | 160 |
| buffers and inverters | 8 | 700 |
| XOR/XNOR | 1 | 170 |
-- layout make-up --
type	count	area [um2]	share of cell area
multi-input cells	309	3100	0.609
inverters	68	255	0.0501
well taps	102	128	0.0251
repair buffers	179	1610	0.315
Power figures rest on the tool's default switching activity, not on a simulated workload.
