[design/flow/constraint.sdc]
current_design ALU

set clk_period 22.6
set clk_io_pct 0.2

create_clock -name clk0 -period $clk_period

set non_clock_inputs [all_inputs -no_clocks]
set_input_delay [expr $clk_period * $clk_io_pct] -clock clk0 $non_clock_inputs
set_output_delay [expr $clk_period * $clk_io_pct] -clock clk0 [all_outputs]
[design/flow/config.mk]
export PLATFORM = sky130hd
export DESIGN_NAME = ALU
export DESIGN_NICKNAME = ALU
export VERILOG_FILES = /design/flow/design.v
export SDC_FILE = /design/flow/constraint.sdc
export NUM_CORES = 4
export LEC_CHECK = 1
export CORE_UTILIZATION = 50
[design/flow/run.sh]
#!/bin/bash
# OpenROAD 26Q1-2900-gdf79404cd8, Yosys 0.63+post, stock flow scripts
make -C /OpenROAD-flow-scripts/flow DESIGN_CONFIG=/design/flow/config.mk WORK_HOME=/design/flow/orfs finish
[design/flow/design.v]
module ALU(
           src1_i,           
           src2_i,           
           ctrl_i,   		  
			  shamt_i,
           result_o,         
           zero_o            
           );
input  [32-1:0] src1_i;
input  [32-1:0] src2_i;
input   [4-1:0] ctrl_i;
input	 [5-1:0] shamt_i;
output [32-1:0] result_o;
output          zero_o;
reg    [32-1:0] result_o;
reg             zero_o;
always@( * )
begin
	case(ctrl_i)
		4'b0000: result_o = src1_i & src2_i;
		4'b0001: result_o = src1_i | src2_i;
		4'b0010: result_o = src1_i + src2_i;
		4'b0110: result_o = src1_i - src2_i;
		4'b1100: result_o = ~(src1_i | src2_i);
		4'b1101: result_o = ~(src1_i & src2_i);
		4'b0111: result_o = (src1_i < src2_i) ? 32'd1 : 32'd0;  
		4'b1000: result_o = ($signed(src1_i) < $signed(src2_i)) ? 32'd1 : 32'd0;  
		4'b1001: result_o = src2_i << shamt_i;
		4'b1010: result_o = src2_i << src1_i;
		4'b1011: result_o = src2_i << 16;
		4'b0101: result_o = src1_i - src2_i;
		default: result_o = 32'd0;
	endcase
end
always@( * )
begin
	if(ctrl_i != 4'b0101) zero_o = (result_o == 0);
	else zero_o = (result_o != 0);
end
endmodule
==> flow_metrics.tcl <==
# metrics dict for downstream scripts
set metrics [dict create \
    ys_top_logic_family "AND-OR/OR-AND gates" \
    crit_required_ns 18.08 \
    grt_first_pass_wirelength_um 62300 \
    die_h_um 135 \
    p_switching_w 0.000170 \
    power_frac_seq 0 \
    power_w 0.000277 \
    wirelength_um 41700 \
    ys_top_cells_by_area "ha_1 14%, mux2i_1 7.7%, nand2_1 5.2%" \
    combPwrFrac 1.000 \
    met2_usage 0.650 \
    crit_arrival_ns 10.60 \
    die_width_um 135 \
    fp_util 0.511 \
    cp-end-kind "output port" \
    clockBufferCount 0 \
    most_common_cell "nand2_1" \
    yosysWarnings 1 \
    antenna_found_initial 0 \
    p_leak_nw 4.19 \
    port_buffers 106 \
    place.gp.congestion 1.11 \
    rsz0062_at_grt "no" \
    power_switching_share 0.614 \
    crit_fanout 13 \
    tool_warnings 97 \
    cellPowerDensity_nw_per_um2 28.0 \
    pre_cts_slack_ns 7.76 \
    yosysUniqueCellTypes 90 \
    die_area_um2 18100 \
    hold_buffers 0 \
    critPathSlowestCell "a2111oi_0" \
    status "finished, final reports clean" \
    flop_area_um2 0 \
    diodes 0 \
    num_vias 11400 \
    first_global_vias 9928 \
    ant_nets 0 \
    dp_hpwl_um 32000 \
    wl_per_cell_um 26.5 \
    cts_resized 0 \
    use_met1 0.680 \
    dp_cells 1573 \
    grt_max_degree 53 \
    ys_seq_frac 0 \
    crit_type "in -> out" \
    syn-cell-area_um2 8800 \
    synth_cells 1322 \
    max-vdd-ir-drop_mv 0.0240 \
    slowest_delay_ns 0.91 \
    fmax_mhz 66.1 \
    area_growth_pct 12.4 \
    critPathBufInv 3 \
    setup_viol 0 \
    xor_area_frac 0.0179 \
    syn_area_per_cell_um2 6.66 \
    drc 0 \
    viasPerCell 7.25 \
    stdcell_count 1573 \
    fin_setup_tns_ns 0 \
    slew_headroom 0.347 \
    timing.hold.ws_ns 10.31 \
    synth.area.mux_share 0.104 \
    use_met3 0.107 \
    hold_violations 0 \
    post-cts-setup-buffer-count 0 \
    coreArea_um2 17200 \
    top_area_frac 0.136 \
    cp_common_cell "clkdlybuf4s50_1" \
    pwr-share-clk 0 \
    critPathTopFamily "AND-OR/OR-AND gates" \
    firstDrtPassIters 6 \
    ys_chip_area_um2 8800 \
    nFlopsAndLatches 0 \
    min-delay-path-class "in -> out" \
    yosys.area.top_type "ha_1" \
    busiest_layer "met1" \
    fin_ws_ns 7.48 \
    yosys.area_share.simple 0.248 \
    worst_slew_pin_slew_ns 0.954 \
    overflow 0 \
    common_cells "122 x nand2_1, 103 x nor2_1, 96 x ha_1" \
    rows 48 \
    drive_gt1_frac 0.0608 \
    path_cells "clkdlybuf4s50_1, inv_1, ha_1, or4_4, a2111oi_2, o21ai_0, a2111oi_0, o211ai_1, nor2_1, and4b_1, and4_1, nand3_1, nor4_2, xor2_1, clkdlybuf4s50_1" \
    drv_slew 0 \
    fin_crit_sh 0.669 \
    internal-power_w 0.000107 \
    cp-start-kind "input pin" \
    yosys.area_share.aoi 0.396 \
    first_iter_violations 1946 \
    finalCriticalPeriod_ns 15.12 \
    maxCapViolCount 0 \
    fa_ha_area_frac 0.141 \
    ys_cells 1322 \
    grt_util_all_layers 0.462 \
    io_pins 106 \
]
[power groups by stage]
stage	Combinational (W)	Sequential, W	Clock [W]
after CTS	0.000266	0	0
after global routing	0.000293	0	0
final	0.000277	0	0
[through the flow]
step,util,area (µm²)
4_1_cts,0.574,9900
6_report,0.574,9900
3_5_place_dp,0.574,9900
5_1_grt,0.574,9900
2_1_floorplan,-,8800
3_3_place_gp,0.574,9900
[path summary, 6_finish.rpt]
path | start | slack (ns) | depth (start not counted) | to
setup / recovery | src2_i[9] | 7.48 | 15 | zero_o
hold / removal | ctrl_i[1] | 10.31 | 5 | result_o[14]
[routing by layer]
metal	wire length, µm	up-vias
li1	-	5106
met3	6040	151
met2	16800	934
met1	17000	5216
met4	1880	0
met5	0	-
[cell usage in the layout (no fill, tap or decap), types with 11 or more instances in the layout]
cell / count
nand4_1: 14
o221ai_1: 21
o21ai_0: 59
inv_1: 94
a211oi_1: 14
a221oi_1: 22
a21oi_1: 88
clkdlybuf4s50_1: 105
o211ai_1: 21
and3_1: 13
a21o_1: 31
mux2i_1: 66
o31ai_1: 11
nand3_1: 34
nor3_1: 50
nor2b_1: 14
a22oi_1: 23
nand2b_1: 21
nand2_1: 122
o22ai_1: 38
nor2_1: 101
xnor2_1: 13
buf_4: 27
a31oi_1: 24
a221o_1: 19
nor4_1: 15
ha_1: 96
[cells by family after synthesis]
logic type,count (synthesis)
AOI/OAI and AO/OA,481
xor gates and xnor gates,18
adders and majority gates,98
buffers and inverters,201
muxes,82
and+or+nand+nor,442
[layout make-up]
cell class,instances,area (µm²)
inverters,94,353
multi-input cells,1121,8000
well taps,225,282
repair buffers,133,1260
fillers,1679,7340
Power figures rest on the tool's default switching activity, not on a simulated workload.
