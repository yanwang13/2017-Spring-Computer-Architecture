<file path="flow/run.sh">
#!/bin/bash
# OpenROAD 26Q1-2900-gdf79404cd8, Yosys 0.63+post, stock flow scripts
make -C /OpenROAD-flow-scripts/flow DESIGN_CONFIG=/design/flow/config.mk WORK_HOME=/design/flow/orfs finish
</file>
<file path="flow/config.mk">
export PLATFORM = sky130hd
export DESIGN_NAME = Data_Memory
export DESIGN_NICKNAME = Data_Memory
export VERILOG_FILES = /design/flow/design.v
export SDC_FILE = /design/flow/constraint.sdc
export NUM_CORES = 4
export LEC_CHECK = 1
export CORE_UTILIZATION = 40
</file>
<file path="flow/constraint.sdc">
current_design Data_Memory

set clk_period 13.0
set clk_io_pct 0.2

create_clock -name clk0 -period $clk_period [get_ports {clk_i}]

set non_clock_inputs [all_inputs -no_clocks]
set_input_delay [expr $clk_period * $clk_io_pct] -clock clk0 $non_clock_inputs
set_output_delay [expr $clk_period * $clk_io_pct] -clock clk0 [all_outputs]
</file>
<file path="flow/design.v">
module Data_Memory
(
	clk_i,
	addr_i,
	data_i,
	MemRead_i,
	MemWrite_i,
	data_o
);
input				clk_i;
input	[31:0]		addr_i;
input	[31:0]		data_i;
input				MemRead_i;
input				MemWrite_i;
output	[31:0] 		data_o;
reg		[31:0]		data_o;
reg		[7:0]		Mem 			[0:127];	 
integer				i;
wire	[31:0]		memory			[0:31];
assign  memory[0] = {Mem[3], Mem[2], Mem[1], Mem[0]};
assign  memory[1] = {Mem[7], Mem[6], Mem[5], Mem[4]};
assign  memory[2] = {Mem[11], Mem[10], Mem[9], Mem[8]};
assign  memory[3] = {Mem[15], Mem[14], Mem[13], Mem[12]};
assign  memory[4] = {Mem[19], Mem[18], Mem[17], Mem[16]};
assign  memory[5] = {Mem[23], Mem[22], Mem[21], Mem[20]};
assign  memory[6] = {Mem[27], Mem[26], Mem[25], Mem[24]};
assign  memory[7] = {Mem[31], Mem[30], Mem[29], Mem[28]};
assign  memory[8] = {Mem[35], Mem[34], Mem[33], Mem[32]};
assign  memory[9] = {Mem[39], Mem[38], Mem[37], Mem[36]};
assign  memory[10] = {Mem[43], Mem[42], Mem[41], Mem[40]};
assign  memory[11] = {Mem[47], Mem[46], Mem[45], Mem[44]};
assign  memory[12] = {Mem[51], Mem[50], Mem[49], Mem[48]};
assign  memory[13] = {Mem[55], Mem[54], Mem[53], Mem[52]};
assign  memory[14] = {Mem[59], Mem[58], Mem[57], Mem[56]};
assign  memory[15] = {Mem[63], Mem[62], Mem[61], Mem[60]};
assign  memory[16] = {Mem[67], Mem[66], Mem[65], Mem[64]};
assign  memory[17] = {Mem[71], Mem[70], Mem[69], Mem[68]};
assign  memory[18] = {Mem[75], Mem[74], Mem[73], Mem[72]};
assign  memory[19] = {Mem[79], Mem[78], Mem[77], Mem[76]};
assign  memory[20] = {Mem[83], Mem[82], Mem[81], Mem[80]};
assign  memory[21] = {Mem[87], Mem[86], Mem[85], Mem[84]};
assign  memory[22] = {Mem[91], Mem[90], Mem[89], Mem[88]};
assign  memory[23] = {Mem[95], Mem[94], Mem[93], Mem[92]};
assign  memory[24] = {Mem[99], Mem[98], Mem[97], Mem[96]};
assign  memory[25] = {Mem[103], Mem[102], Mem[101], Mem[100]};
assign  memory[26] = {Mem[107], Mem[106], Mem[105], Mem[104]};
assign  memory[27] = {Mem[111], Mem[110], Mem[109], Mem[108]};
assign  memory[28] = {Mem[115], Mem[114], Mem[113], Mem[112]};
assign  memory[29] = {Mem[119], Mem[118], Mem[117], Mem[116]};
assign  memory[30] = {Mem[123], Mem[122], Mem[121], Mem[120]};
assign  memory[31] = {Mem[127], Mem[126], Mem[125], Mem[124]};
initial begin
	for(i=0; i<128; i=i+1)
		Mem[i] = 8'b0;
	Mem[0] = 8'b0100; 
	Mem[4] = 8'b0101; 
	Mem[8] = 8'b0110; 
	Mem[12] = 8'b0111; 
	Mem[16] = 8'b1000; 
	Mem[20] = 8'b1001; 
	Mem[24] = 8'b1010; 
	Mem[28] = 8'b0010; 
	Mem[32] = 8'b0001; 
	Mem[36] = 8'b0011; 
end 
always@(posedge clk_i) begin
    if(MemWrite_i) begin
		Mem[addr_i+3] <= data_i[31:24];
		Mem[addr_i+2] <= data_i[23:16];
		Mem[addr_i+1] <= data_i[15:8];
		Mem[addr_i]   <= data_i[7:0];
	end
end
always@(addr_i or MemRead_i) begin
	if(MemRead_i)
		data_o = {Mem[addr_i+3], Mem[addr_i+2], Mem[addr_i+1], Mem[addr_i]};
end
endmodule
</file>
==> qor.txt <==
Hold Path Class = in2reg
Simple Share, Synth = 8.53%
worst hold margin = 2320 ps
ANT nets after route = 0
yosys synthesis chip area = 102,000 µm²
final setup TNS = 0 ps
post-route cell area = 111,000 µm²
CTS root buffer = clkbuf_16
net load switching power = 4.03 mW
count of unclocked register or latch pins = 32
first-pass GRT wire length = 842,000 µm
max frequency = 127 MHz
Mapped Cells = 9,411
syn_area_per_cell = 10.8 µm²
Syn Std Cell Area = 102,000 µm²
count of TritonRoute iterations in the first routing pass = 11
worst path bufs/invs = 5
CTS tree = built
number of port buffers = 73
Worst path most repeated cell = buf_4
Critical Path RT = 13,440 ps
metal3 WL = 119,000 µm
Chip Height = 506 µm
Netlist cell types = 81
final setup margin = 5150 ps
dpl ws = 4900 ps
Clk pwr share = 35.7%
Critical-path top delay cell = inv_2
YS warnings = 1
status = finished, final reports clean
tool warning count = 61
worst-path fanout max = 33
CORE AREA = 252,000 µm²
sink of the worst hold path = Mem[85][4]
Area contributors post-synth = edfxtp_1, mux4_2, mux2i_1, mux2_2, a21o_1
# fillers = 22,900
GPL Wtd Cong = 1.13
aoi share = 15.0%
average wire per standard cell = 51.5 µm
Post-Synth Adder-Cell Area = 0.0861%
#FFs+latches synth = 1,056
P per Cell Area = 99.3 nW/µm²
highest metal used = met5
max cap viols = 0
Initial DRC Count = 10,700
combinational cell fraction of total power = 29.3%
All-Layer GR Usage = 52.7%
WL met1 = 213,000 µm
hold-fix buffer count after cts = 0
RSZ-0062 raised after global routing = false
sequential share of power = 34.9%
hold path depth = 3
leakage dissipation = 38.9 nW
Max-area cell share = 30.2%
post-synthesis mux area share = 40.7%
dpl cells = 12,200
Switching Fraction = 36.7%
vias in the first global route = 87,900
Detail Placement HPWL = 445,000 µm
part of the cycle the worst path needs = 60.4%
endpoints left unconstrained = 64
Init Core Util = 40.4%
XORs/XNORs by Area = 0.159%
Die Wd = 506 µm
crit path kind = in2reg
ys async rst share = 0%
top cells by count = mux2i_1, mux4_2, edfxtp_1
wire length on met2 = 257,000 µm
CTS resizes = 0
Total Power = 11.0 mW
hold wc startpoint = data_i[4]
final wirelength = 643,000 µm
CP max stage delay = 740 ps
Int Power = 6.96 mW
largest net degree at the start of global routing = 117
crit path DAT = 8290 ps
DR vias/cell = 7.52
via count = 94,000
yosys cell count = 9,411
Cell Chain, Critical Path = buf_8 > inv_2 > ha_2 > buf_4 > nor2_4 > buf_4 > nand2_1 > nor2_2 > buf_4 > nand2_1 > o2111ai_1
top-count cell post-synth = mux2i_1
ratio of cells with drive above 1 in the final layout = 27.6%
Layout area overhead = 8.79%
Synth area leader = edfxtp_1
# rows = 184
Post-synth EDFFs = 1,024
Slew Viols, Final = 0
maximum buffer depth of the clock tree = 3
postcts setup bufs = 0
Top logic family = multiplexers
Slew HR = 10.5%
maximum vdd drop = 0.000137 V
initial antenna violation count = 107
Clock transition at path regs = 50 ps
clock buffer count from CTS = 139
non-filler instance count after layout = 12,500
Top FF cell, synth = edfxtp_1
final core occ = 43.9%
Top Ports = 99
Worst Setup End Kind = flip-flop
Final min period = 7850 ps
DRC violation count after routing = 0
Fin. Hold Viols = 0
Setup crit start kind = input port
CP top delay family = buffers and inverters
H-tree Lvls = 4
placement-stage cell area = 106,000 µm²
total global routing overflow = 0
Least-Margin Pin Slew = 1340 ps
Setup violations, final = 0
chip area = 256,000 µm²
-- cells in the final DEF (no fill, tap or decap), types with 80 or more instances in the layout --
cell type / instances
or4_1: 82
nor2_2: 80
buf_4: 490
mux4_2: 1031
nand2_1: 984
mux2i_1: 1229
a21o_1: 512
a21oi_1: 572
edfxtp_1: 1024
mux2_2: 522
nand3_1: 143
diode_2: 82
o21ai_0: 543
o22ai_1: 613
clkbuf_16: 140
nor2_1: 328
-- final cells by class --
class,count,area [µm²],area share [%]
Timing Repair Buffer,567,4530,4.10
Clock inverter,83,847,0.765
Antenna cell,82,205,0.185
Sequential cell,1056,31200,28.2
Clock buffer,160,3580,3.23
Inverter,6,32.5,0.0294
Tap cell,3348,4190,3.79
Multi-Input combinational cell,7196,66100,59.7
-- flip-flops by register name (all words and copies together), names as in the netlist --
name    count
Mem      1024
data_o     32
-- metal layers --
layer | vias up | global-route usage (%)
met3 | 1862 | 39.6
met2 | 8415 | 67.7
met5 | - | 6.78
met4 | 104 | 31.5
met1 | 47000 | 62.3
li1 | 36600 | -
-- logic make-up (layout without fill, tap and decap cells) --
group                    count (synthesis)  in the layout
flip-flops                            1024           1024
AND/OR/NAND/NOR                       1886           1886
multiplexers                          2786           2786
latches                                 32             32
XOR/XNOR                                15             15
other                                    0             82
buffers and inverters                 1159            816
adder cells (fa/ha/maj)                  7              7
AND-OR/OR-AND                         2502           2502
-- power groups by stage --
stage | sequential (mW) | clock [mW] | combinational [mW]
6_report | 3.84 | 3.93 | 3.22
5_1_grt | 3.84 | 4.04 | 3.19
4_1_cts | 3.83 | 3.95 | 3.05
-- worst max path at each step --
stage	startpoint	endpoint	slack, ps	cells past startpoint
finish	addr_i[0]	Mem[29][0]	5150	11
global route	addr_i[0]	Mem[29][0]	5460	11
CTS	addr_i[0]	Mem[1][3]	5730	11
-- tightest hold or removal path, stage by stage --
cell and delay (ps):
buf_6 210, nand2_1 90, o21ai_0 60
No activity file was given, so power comes from the tool's default toggle rates.
